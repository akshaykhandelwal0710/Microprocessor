==> ./design.v <==
module convolve #(parameter N = 1, M = 2)(
  input [N-1:0][15:0] arr_N,
  input [M-1:0][15:0] arr_M,
  output reg [N+M-2:0][31:0] arr_out
);
  integer i, j;
  always@(*)
  begin
    for (i = 0; i < N + M - 1; i++)
    begin
      arr_out[i] = 'b0;
      for (j = (0 > i - M + 1 ? 0 : i - M + 1); (j <= i) & (j < N); j++)
        arr_out[i] = arr_out[i] + arr_N[j] * arr_M[i - j];
    end
  end
endmodule
==> ./run.sh <==
#!/bin/bash
# OpenROAD 26Q1-2900-gdf79404cd8, Yosys 0.63+post, stock flow scripts
make -C /OpenROAD-flow-scripts/flow DESIGN_CONFIG=/design/flow/config.mk WORK_HOME=/design/flow/orfs finish
==> ./config.mk <==
export PLATFORM = sky130hd
export DESIGN_NAME = convolve
export DESIGN_NICKNAME = convolve
export VERILOG_FILES = /design/flow/design.v
export SDC_FILE = /design/flow/constraint.sdc
export NUM_CORES = 4
export LEC_CHECK = 1
export CORE_UTILIZATION = 40
==> ./constraint.sdc <==
current_design convolve

set clk_period 16.9
set clk_io_pct 0.2

create_clock -name clk0 -period $clk_period

set non_clock_inputs [all_inputs -no_clocks]
set_input_delay [expr $clk_period * $clk_io_pct] -clock clk0 $non_clock_inputs
set_output_delay [expr $clk_period * $clk_io_pct] -clock clk0 [all_outputs]
==> run_results.csv <==
group,metric,value,unit
setup_path,end_kind,"output pin",
global_routing,global_route.usage.total,19.5,%
placed_design,pre_cts_slack,3.27,ns
routing,wl_per_cell,14.5,um
final_timing,setup_viol,0,
synthesis,synthesis.area,17100,um2
routing,dr.pass1.iters,5,
final_timing,relSlewSlack,52.0,%
setup_path,criticalPathCategory,"input pin to output pin",
setup_path,worstPathMaxFanout,16,
synthesis,ys_sh_mux,0.0585,%
synthesis,ys_sh_aoi,6.29,%
layout,fin_area,18700,um2
synthesis,ys_warn_count,1,
floorplanning,rows,75,
final_timing,rsz0062_at_grt,"false",
routing,wirelength,37300,um
synthesis,synthSimpleGateAreaFrac,18.0,%
cts,cts_hold_buf,0,
final_timing,setup_tns,0,ns
flow_run,cap_violations,0,
synthesis,synth_area_per_cell,8.53,um2
synthesis,yosys_area,17100,um2
final_timing,fmax,73.3,MHz
global_routing,grt_max_degree,33,
synthesis,synth_top_cell_by_area,"fa_1",
synthesis,ys_sh_xor,3.02,%
final_timing,worst_pin_slew,0.717,ns
routing,via_count,13000,
placed_design,dpl.hpwl,30500,um
final_timing,finalWorstSetupSlack,3.25,ns
layout,seq_area,0,um2
synthesis,ys_seq_share,0,%
final_timing,drv_slew,0,
setup_path,crit_path_start_kind,"input pin",
floorplanning,initCoreUtil,40.7,%
global_routing,grt_pass1_wl,66200,um
synthesis,topCombFamilyByArea,"adder cells",
final_timing,finalClockPeriodUsage,80.8,%
setup_path,required,13.52,ns
floorplanning,fp.dieW,209,um
final_timing,period_minus_slack,13.65,ns
synthesis,adder_share,60.6,%
routing,ant_nets,0,
cts,postCtsSetupBuffers,0,
run_status,outcome,"finished, final reports clean",
layout,seq_cells,0,
layout,n_fill_cell,4135,
placed_design,portBuffers,112,
final_timing,fin_hold_ws,7.97,ns
placed_design,postPlaceCellArea,18700,um2
layout,drive_above_1_share,1.42,%
placed_design,place_congestion,0.875,
synthesis,yosys_cells,2007,
final_timing,hold_viol,0,
flow_run,warnings,32,
floorplanning,die_h,209,um
global_routing,grt_remaining_overflow,0,
synthesis,synth.distinct_cells,48,
synthesis,top_cell_area_share,45.4,%
routing,drc,0,
routing,diodes,0,
floorplanning,die_area,43600,um2
global_routing,antenna_found_initial,0,
cts,cts_resized,0,
synthesis,topCellsByArea,"fa_1 45%, ha_1 15%, inv_1 9.8%, and2_1 9.1%, nand2_1 6.9%",
routing,first_iter_violations,518,
worst_hold_path,hold_path_class,"input pin to output pin",
layout,layout-area-overhead-vs-synth,9.11,%
synthesis,syn_inst,2007,
global_routing,grt_pass1_vias,13900,
floorplanning,io_pins,112,
floorplanning,core,42000,um2
layout,clockBufferCount,0,
setup_path,worst_ep_arrival_time,10.27,ns
routing,viasPerCell,5.06,
-- cells in the final DEF (no fill, tap or decap), drive strengths merged, types with 3 or more instances in the layout --
master	Yosys	layout
a211oi	8	8
a21o	18	18
a21oi	66	66
a31oi	10	10
and2	249	249
and3	6	6
buf	2	20
clkdlybuf4s50	0	112
fa	388	388
ha	208	208
inv	446	446
nand2	313	313
nand2b	3	3
nand3	14	14
nand4	10	10
nor2	20	20
nor3	6	6
o211ai	7	7
o21ai	36	36
o21bai	9	9
o31ai	3	3
xnor2	36	36
xor2	23	23
-- critical path: stages --
cell and delay [ns]:
clkdlybuf4s50_1 0.85, nand2_1 0.16, fa_1 0.51, fa_1 0.52, fa_1 0.51, inv_1 0.06, fa_1 0.49, fa_1 0.48
inv_1 0.04, fa_1 0.47, inv_1 0.04, ha_1 0.38, a21oi_1 0.23, o21ai_0 0.16, a31o_2 0.27, a31oi_1 0.48
o311ai_0 0.34, a21oi_1 0.26, xnor2_1 0.14, clkdlybuf4s50_1 0.50
-- kinds of logic after synthesis --
logic type,Yosys count
xor+xnor,59
mux,1
buf+inv,548
fa+ha+maj,596
simple gates,629
compound gates,174
-- worst paths after layout --
check	slack, ns	end	from	cells past startpoint
worst max-delay path	3.25	arr_out[63]	arr_M[18]	20
worst min-delay path	7.97	arr_out[32]	arr_N[0]	4
-- area by class of cell --
type | instances | area, um2 | area share [%]
inverter | 446 | 1670 | 8.96
multi-input combinational | 1459 | 15100 | 80.6
timing repair buffer | 132 | 1270 | 6.81
tap | 539 | 674 | 3.61
-- layer usage --
layer / GRT usage (%) / vias to the layer above / part of all wire, %
met3: 4.59 / 22 / 7.1
met1: 29.1 / 6519 / 44
met4: 1.34 / 0 / 0.89
li1: - / 6057 / -
met5: 0 / - / 0
met2: 31.7 / 438 / 48
-- through the flow --
step	instances	utilization, %
floorplan	2007	-
global placement	2576	44.4
detailed placement	2576	44.4
CTS	2576	44.4
global route	2576	44.4
finish	2576	44.4
-- Yosys cell counts (14+ instances only) --
| library cell | count |
|---|---|
| inv_1 | 446 |
| fa_1 | 388 |
| nand2_1 | 313 |
| and2_1 | 249 |
| ha_1 | 208 |
| clkbuf_1 | 100 |
| a21oi_1 | 66 |
| xnor2_1 | 36 |
| o21ai_0 | 35 |
| xor2_1 | 23 |
| nor2_1 | 20 |
| a21o_1 | 16 |
| nand3_1 | 14 |
